### design.v
module operchecker(input [31:0] q_imem,
						output isR,
						output isI,
						output isALU,
						output isAdd,
						output isAddi,
						output isSub,
						output isAnd,
						output isOr,
						output isSll,
						output isSra,
						output isSw,
						output isLw,
						output isDmem,
						output isNeedRd,
						output isNeedRs,
						output isNeedRt,
						output isWriteReg,
						output isJ,
						output isBne,
						output isJal,
						output isJr,
						output isBlt,
						output isBex,
						output isSetx,
						output isJI,
						output isB,
						output isBI);
	assign isR = (~q_imem[31])&(~q_imem[30])&(~q_imem[29])&(~q_imem[28])&(~q_imem[27]);
	assign isAddi = (~q_imem[31])&(~q_imem[30])&(q_imem[29])&(~q_imem[28])&(q_imem[27]);
	assign isSw = (~q_imem[31])&(~q_imem[30])&(q_imem[29])&(q_imem[28])&(q_imem[27]);
	assign isLw = (~q_imem[31])&(q_imem[30])&(~q_imem[29])&(~q_imem[28])&(~q_imem[27]);	
	assign isJr = (~q_imem[31])&(~q_imem[30])&(q_imem[29])&(~q_imem[28])&(~q_imem[27]); 
	assign isI = isLw | isSw | isAddi | isJr;
	assign isDmem = isLw | isSw;
	assign isNeedRd = isR|isAddi|isSw|isLw;
	assign isNeedRs = isR|isAddi|isSw|isLw;
	assign isNeedRt = isR;
	assign isAdd = (~q_imem[6])&(~q_imem[5])&(~q_imem[4])&(~q_imem[3])&(~q_imem[2]);
	assign isSub = (~q_imem[6])&(~q_imem[5])&(~q_imem[4])&(~q_imem[3])&(q_imem[2]);
	assign isAnd = (~q_imem[6])&(~q_imem[5])&(~q_imem[4])&(q_imem[3])&(~q_imem[2]);
	assign isOr = (~q_imem[6])&(~q_imem[5])&(~q_imem[4])&(q_imem[3])&(q_imem[2]);
	assign isSll = (~q_imem[6])&(~q_imem[5])&(q_imem[4])&(~q_imem[3])&(~q_imem[2]);
	assign isSra = (~q_imem[6])&(~q_imem[5])&(q_imem[4])&(~q_imem[3])&(q_imem[2]);
	assign isALU = ((isR) & ((isAdd)|(isSub)|(isAnd)|(isOr)|(isSll)|(isSra))) | (isAddi);
	assign isJ = (~q_imem[31])&(~q_imem[30])&(~q_imem[29])&(~q_imem[28])&(q_imem[27]); 
	assign isJal = (~q_imem[31])&(~q_imem[30])&(~q_imem[29])&(q_imem[28])&(q_imem[27]); 
	assign isBex = (q_imem[31])&(~q_imem[30])&(q_imem[29])&(q_imem[28])&(~q_imem[27]); 
	assign isSetx = (q_imem[31])&(~q_imem[30])&(q_imem[29])&(~q_imem[28])&(q_imem[27]); 
	assign isBne = (~q_imem[31])&(~q_imem[30])&(~q_imem[29])&(q_imem[28])&(~q_imem[27]); 
	assign isBlt = (~q_imem[31])&(~q_imem[30])&(q_imem[29])&(q_imem[28])&(~q_imem[27]); 
	assign isB = isBne | isBlt;
	assign isJI = isJ | isJal | isBex | isBne | isBlt | isJr;
	assign isBI = isB | isI;
	assign isWriteReg = (isALU | isLw | isJal | isSetx) & (~isSw);
endmodule
### run.sh
#!/bin/bash
# OpenROAD 26Q1-2900-gdf79404cd8, Yosys 0.63+post, stock flow scripts
make -C /OpenROAD-flow-scripts/flow DESIGN_CONFIG=/design/flow/config.mk WORK_HOME=/design/flow/orfs finish
### config.mk
export PLATFORM = sky130hd
export DESIGN_NAME = operchecker
export DESIGN_NICKNAME = operchecker
export VERILOG_FILES = /design/flow/design.v
export SDC_FILE = /design/flow/constraint.sdc
export NUM_CORES = 4
export LEC_CHECK = 1
export CORE_AREA = 10 10 70 70
export DIE_AREA = 0 0 80 80
### constraint.sdc
current_design operchecker

set clk_period 1.6
set clk_io_pct 0.2

create_clock -name clk0 -period $clk_period

set non_clock_inputs [all_inputs -no_clocks]
set_input_delay [expr $clk_period * $clk_io_pct] -clock clk0 $non_clock_inputs
set_output_delay [expr $clk_period * $clk_io_pct] -clock clk0 [all_outputs]
==> notes.md <==
run metrics: status=finished clean, vias=about 630, worst vdd ir=between 0.04 and 0.05 mV, flop count=0, Core ar.=roughly 3400 um^2, Slew HR=around 85%, vias per cell=around 4.1, final number of setup-violating endpoints=0, Final Hold Vio Count=0, register area=0 um^2, pin count of the biggest net entering global routing=8, synthesized area=357 um^2, fin crit period=around 1600 ps, maximum clock rate=0.644 GHz, WL/cell=12.9 um, Least-Margin Pin Slew=around 220 ps, Placed Instance Area=approximately 820 um^2, count of tool warnings=around 55, max-cap violations=0, CP Max Fanout=4, Post-synth seq share=0%, Critical Path AT=around 1200 ps, DRC=0, IO Count=59, Cell variety after synth=27, design area=~1000 um^2, final period utilization=97.0%, initial antenna violation count=0, yosys stat chip area=approximately 360 um^2, Lkg Pwr=between 0.4 and 0.5 nW, Initial DRT Pass Iterations=4, Die Span X=80 um, Initial DRC Count=44, post-synth top area cell=nor2_1, Layout area overhead=174%, PD cells=roughly 190 nW/um^2, Critical Path Start Type=primary input, Worst EP required=1280 ps, layout cell share with drive strength beyond 1=53.6%, hold crit path type=primary input to output pin, antenna-violating nets left=0, GRT overflow=0, Setup TNS Final=0 ps, Yosys Instances=60, Cell area leaders=nor2_1, nor3_2, nor3b_1, a21oi_1, nor3_1, Syn Area/Cell=about 5.9 um^2, chip area=6400 um^2, routed wire length=2.01 mm, number of buffers added on ports=37, Rows=21, Cells after Synth=approximately 60, global-route wire length before repair=approximately 3.1 mm, number of diodes=0, Final Max-Slew Violation Tally=0, Top-area cell share=a little over a tenth, Crit. End Element=output pin, yosys warns=0, final weighted congestion in routability-driven placement=0.746, Die H=~80 um, # hold bufs at CTS=0, DP HPWL=1.45 mm, Hold Path Depth=4, Pre-Place Util=10.4%, clock buffer count=0, CP Class=primary input to output pin, GRT Resource Usage Total=between 5 and 6%, vias in the first global route=roughly 650
layout by cell type (no fill, tap or decap), drive strengths merged, types with 2 or more instances in the layout:
cell,instances
buf,34
dlygate4sd2,18
nor2,10
nor3,8
nor3b,5
a21oi,5
nand2,4
and3,3
nand2b,3
or3,2
o21ai,2
clkdlybuf4s15,2
cells by family after synthesis:
family	Yosys count	share of synthesized area, %
compound gates	11	18.6
buf+inv	7	10.9
simple gates	42	70.5
critical path: stages:
cell and delay [ps]:
buf_4 110, nor2_1 50, buf_4 130, and3_4 170
or2_1 220, dlygate4sd2_1 240
final timing paths:
kind	start	to	slack, ps
hold / removal	q_imem[29]	isWriteReg	1020
setup / recovery	q_imem[27]	isDmem	50
layout make-up:
type	count	area [um^2]
Tap cell	46	57.6
Multi-Input combinational cell	53	435
Inverter	1	3.75
Timing Repair Buffer	56	482
Fill cell	357	2440
stage by stage:
| step | power, mW | utilization [%] | hold WS (ps) | worst slack [ps] | cells |
|---|---|---|---|---|---|
| global placement | 0.143 | 24.1 | 1640 | -664 | 147 |
| CTS | 0.178 | 28.3 | 1030 | -39.7 | 157 |
| floorplan | 0.0511 | - | 653 | 252 | 60 |
| global route | 0.198 | 28.6 | 1050 | -4.27 | 156 |
| finish | 0.182 | 28.6 | 1020 | 48.2 | 156 |
| detailed placement | 0.144 | 24.1 | 1650 | -648 | 147 |
per-layer routing:
layer | track usage [%] | wire [um] | vias to the layer above
met5 | 0 | 0 | -
met4 | 0 | 0 | 0
met3 | 0.909 | 128 | 0
met2 | 11.5 | 1010 | 22
met1 | 6.79 | 873 | 297
li1 | - | - | 314
repair_timing:
action | CTS | global route
hold endpoints to repair | 0 | 0
endpoints found under the setup margin | 27 | 8
cloned | 1 | 0
setup buffers | 9 | 0
resized | 115 | 5
pin swaps | 26 | 6
Yosys cell counts:
library cell,count
or2_1,1
and2_1,1
nand3_1,1
buf_2,4
o21ai_1,1
nor3_1,5
nor2b_1,1
a311oi_1,1
nor4b_1,1
nand3b_1,1
or3_4,1
and3_1,3
o211ai_1,1
nor3b_2,1
nor2_1,10
a21oi_1,5
nor4_1,1
a211oi_1,1
inv_2,1
buf_4,2
nand2_1,4
nor3b_1,4
or3_1,1
o21bai_1,1
nand2b_1,3
nor3_2,3
o21ai_0,1
power by group:
| group | total [mW] | internal (mW) | switching, mW |
|---|---|---|---|
| combinational | 0.182 | 0.0995 | 0.0825 |
| clock | 0 | 0 | 0 |
| sequential | 0 | 0 | 0 |
| total | 0.182 | 0.0995 | 0.0825 |
Power figures rest on the tool's default switching activity, not on a simulated workload.

### design/flow/config.mk
export PLATFORM = sky130hd
export DESIGN_NAME = dffe_imem
export DESIGN_NICKNAME = dffe_imem
export VERILOG_FILES = /design/flow/design.v
export SDC_FILE = /design/flow/constraint.sdc
export NUM_CORES = 4
export LEC_CHECK = 1
export CORE_UTILIZATION = 30
### design/flow/design.v
module dffe_ref(q, d, clk, en, clr);
   input [31:0]d;
	input clk, en, clr;
   wire clr;
   output [31:0] q;
   reg [31:0] q;
   initial
   begin
       q = 32'b0;
   end
   always @(posedge clk or posedge clr) begin
       if (clr) begin
			q <= 32'b0;
       end else if (en) begin
			q <= d;
       end
   end
endmodule
module dffe_imem(q, d, clk, en, clr);
   input [31:0]d;
	input clk, en, clr;
   wire clr;
   output [31:0] q;
   reg [31:0] q;
   initial
   begin
       q = 32'b0;
   end
   always @(posedge clk or posedge clr) begin
       if (clr) begin
			q <= 32'b0;
       end else if (en) begin
			q <= d;
       end
   end
endmodule
### design/flow/constraint.sdc
current_design dffe_imem

set clk_period 1.1
set clk_io_pct 0.2

create_clock -name clk0 -period $clk_period [get_ports {clk}]

set non_clock_inputs [all_inputs -no_clocks]
set_input_delay [expr $clk_period * $clk_io_pct] -clock clk0 $non_clock_inputs
set_output_delay [expr $clk_period * $clk_io_pct] -clock clk0 [all_outputs]
### design/flow/run.sh
#!/bin/bash
# OpenROAD 26Q1-2900-gdf79404cd8, Yosys 0.63+post, stock flow scripts
make -C /OpenROAD-flow-scripts/flow DESIGN_CONFIG=/design/flow/config.mk WORK_HOME=/design/flow/orfs finish
==> impl_metrics.sql <==
-- generated from flow reports
INSERT INTO impl_metrics (metric_group, metric, value, unit) VALUES
('routing', 'antenna_violating_nets_post_route', '0', ''),
('worst_setup_path', 'worst_path_required', '0.88', 'ns'),
('routing', 'detailedRoute.firstPassIterationCount', '3', ''),
('sta', 'finalSetupTns', '0', 'ns'),
('routing', 'antennaDiodeCount', '0', ''),
('logic_synthesis', 'ys_area', '1350', 'sq um'),
('global_routing', 'groute.layer.met2.usage', '20.3', '%'),
('logic_synthesis', 'logic_family', 'multiplexers', ''),
('worst_setup_path', 'worstSetupEndpoint', 'q[18]', ''),
('cts', 'maximum_count_of_clock_buffers_along_a_single_path', '2', ''),
('global_routing', 'fraction_of_met3_tracks_used_by_global_routing', '3.41', '%'),
('sta', 'final_hold_viol_count', '0', ''),
('worst_setup_path', 'critical_path.max_stage_delay', '0.38', 'ns'),
('floorplanning', 'die_area', '4770', 'sq um'),
('worst_setup_path', 'critical_path_buf_inv_count', '1', ''),
('layout', 'area_delta_synth_final', '68.0', '%'),
('sta', 'setup_ws', '0.0441', 'ns'),
('cts', 'h-tree-depth', '2', ''),
('place', 'gp_congestion', '0.801', ''),
('sta', 'worstMarginPinSlew', '0.185', 'ns'),
('floorplanning', 'chipHeight', '69.1', 'microns'),
('logic_synthesis', 'topCellsByArea', 'sky130_fd_sc_hd__dfrtp_1 (59%), sky130_fd_sc_hd__mux2_4 (33%), sky130_fd_sc_hd__buf_12 (4.5%)', ''),
('worst_setup_path', 'reg2reg_slack', '0.10', 'ns'),
('outcome', 'status', 'completed', ''),
('worst_setup_path', 'timing.critical_path.depth', '1', ''),
('flow_run', 'maxCapViolCount', '0', ''),
('sta', 'whs', '0.322', 'ns'),
('worst_setup_path', 'crit_type', 'flip-flop to primary output', ''),
('worst_setup_path', 'crit_path_end_kind', 'primary output', ''),
('worst_setup_path', 'worstSetupStartpoint', 'q[18]', ''),
('layout', 'biggestRegsByFlops', 'q: 32 flops', ''),
('logic_synthesis', 'synth_area_leader_cell', 'sky130_fd_sc_hd__dfrtp_1', ''),
('routing', 'via_count', '874', ''),
('worst_setup_path', 'endpoint_of_the_worst_slack_reg_to_reg_timing_path', 'q[22]', ''),
('power', 'leakage_power_summed_over_all_cells', '0.00107', 'uW'),
('worst_setup_path', 'r2r_cells', '3', ''),
('routing', 'via_per_inst', '4.16', ''),
('global_routing', 'overflow', '0', ''),
('logic_synthesis', 'yosys.area_share.aoi', '0', '%'),
('logic_synthesis', 'number_of_standard_cells_reported_by_yosys', '69', ''),
('sta', 'fin_crit', '1.06', 'ns'),
('worst_setup_path', 'worstReg2RegStart', 'q[22]', ''),
('layout', 'top_register', 'q', ''),
('logic_synthesis', 'post_synthesis_simple_gate_area_fraction', '0', '%'),
('logic_synthesis', 'post_synth_num_cell_types', '6', ''),
('sta', 'maxSlewHeadroom', '87.6', '%'),
('floorplanning', 'floorplan_core_area', '4320', 'sq um'),
('logic_synthesis', 'synthCells', '69', ''),
('worst_setup_path', 'timing.critical_path.fanout_max', '2', ''),
('logic_synthesis', 'postSynthSeqShare', '59.4', '%'),
('cts', 'clk_transition_reported_paths', '0.06', 'ns'),
('global_routing', 'number_of_global_route_vias_before_repair', '993', ''),
('logic_synthesis', 'synthesis.area', '1350', 'sq um'),
('cts', 'clock-root-buffer', 'sky130_fd_sc_hd__clkbuf_8', ''),
('cts', 'total_of_hold_buffers_inserted_after_clock_tree_synthesis', '0', ''),
('logic_synthesis', 'ys_sh_xor', '0', '%'),
('worst_setup_path', 'cp_slowest_cell', 'sky130_fd_sc_hd__dfrtp_1', ''),
('routing', 'detail_route.iter0.violations', '41', ''),
('worst_setup_path', 'setup.worst_path.start_class', 'flip-flop', ''),
('routing', 'drt_wl_total', '2770', 'microns'),
('floorplanning', 'fp-row-count', '24', ''),
('place', 'dp_hpwl', '1900', 'microns'),
('logic_synthesis', 'share_of_synthesized_area_spent_on_multiplexers', '35.1', '%'),
('sta', 'final_min_period_over_clock_period', '96.0', '%'),
('place', 'pre_cts_ws', '0.0686', 'ns'),
('power', 'vdd.ir_drop.worst', '0.616', 'mV'),
('routing', 'residual_drc_count', '0', ''),
('layout', 'largest_reg_flops', '32', ''),
('place', 'port_buffers', '66', ''),
('sta', 'setup-violations-final', '0', ''),
('worst_setup_path', 'cp_cell_sequence', 'clkdlybuf4s15_1', '');
cells by family after synthesis:
group | count (synthesis)
DFF | 32
muxes | 32
buffers and inverters | 5
cells in the final DEF (no fill, tap or decap), drive strengths merged:
cell type	instances
clkdlybuf4s15	29
clkbuf	11
inv	1
buf	20
dfrtp	32
mux2	32
clkdlybuf4s50	33
synth_stat cells:
library cell and n:
sky130_fd_sc_hd__mux2_2 2, sky130_fd_sc_hd__dfrtp_1 32, sky130_fd_sc_hd__buf_6 1, sky130_fd_sc_hd__mux2_4 30, sky130_fd_sc_hd__buf_12 3, sky130_fd_sc_hd__inv_1 1
power by group:
part           leakage [uW]  internal (uW)  switching, uW  total [uW]
logic              0.000647            489            138         627
registers          0.000374           1300           59.5        1360
clock network     0.0000455            509            391         901
cell type report:
cell class                      instances  area [sq um]  share of cell area, %
Multi-Input combinational cell         32           473                   20.9
Inverter                                1          3.75                  0.166
Timing Repair Buffer                   85           833                   36.8
Tap cell                               52          65.1                   2.87
Sequential cell                        32           801                   35.3
Clock buffer                            8          90.1                   3.98
per-stage QoR:
stage | power, uW | cells | util (%) | instance area [sq um]
after CTS | 2930 | 209 | 52.6 | 2270
after floorplan | 1600 | 69 | - | 1350
after detailed placement | 1990 | 188 | 48.2 | 2090
final | 2880 | 210 | 52.4 | 2270
after global placement | 1990 | 188 | 48.2 | 2090
after global routing | 3050 | 210 | 52.4 | 2270
repair_timing:
item | in CTS | in global routing
gates resized | 64 | 3
setup buffers | 13 | 1
pin swaps | 0 | 0
gates cloned | 0 | 0
setup endpoints to repair | 32 | 3
worst min path at each step:
stage,depth (start not counted),startpoint,end
4_1_cts,2,en,q[12]
5_1_grt,2,en,q[11]
6_report,2,en,q[11]
routing by layer:
layer / wire (microns) / up-vias
met5: 0 / -
met4: 51 / 0
met3: 194 / 5
met2: 1310 / 38
met1: 1210 / 422
li1: - / 409
Power figures rest on the tool's default switching activity, not on a simulated workload.
